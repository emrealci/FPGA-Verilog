==> design.v <==
module frequency_divider(clk ,out);
input clk;
output reg [1:0] out;
 initial out = 0;
 integer count1,count2;
 initial count1 = 0;
 initial count2 = 0;
  always @ (posedge clk)
  begin
  count1 = count1 + 1;
  count2 = count2 + 1;
  if (count1 == 4)  
  begin
  out[0] =~ out[0];
  count1 = 1;
  end
  if (count2 == 6)   
  begin
  out[1] =~ out[1];
  count2 = 1;
  end
  end
endmodule
==> run.sh <==
#!/bin/bash
# OpenROAD 26Q1-2900-gdf79404cd8, Yosys 0.63+post, stock flow scripts
make -C /OpenROAD-flow-scripts/flow DESIGN_CONFIG=/design/flow/config.mk WORK_HOME=/design/flow/orfs finish
==> config.mk <==
export PLATFORM = sky130hd
export DESIGN_NAME = frequency_divider
export DESIGN_NICKNAME = frequency_divider
export VERILOG_FILES = /design/flow/design.v
export SDC_FILE = /design/flow/constraint.sdc
export NUM_CORES = 4
export LEC_CHECK = 1
export CORE_UTILIZATION = 30
==> constraint.sdc <==
current_design frequency_divider

set clk_period 5.6
set clk_io_pct 0.2

create_clock -name clk0 -period $clk_period [get_ports {clk}]

set non_clock_inputs [all_inputs -no_clocks]
set_input_delay [expr $clk_period * $clk_io_pct] -clock clk0 $non_clock_inputs
set_output_delay [expr $clk_period * $clk_io_pct] -clock clk0 [all_outputs]
==> report_table.html <==
<p>Metrics extracted from the flow reports.</p>
<table>
<tr><th>Metric</th><th>Value</th></tr>
<tr><th colspan="2">Detailed routing</th></tr>
<tr><td>Detailed-router iteration count before antenna repair</td><td>5</td></tr>
<tr><td>Final WL</td><td>8.01 mm</td></tr>
<tr><td>Total via count in the routed design</td><td>around 3100</td></tr>
<tr><td>Average detailed-routed wire length per instance</td><td>roughly 14 um</td></tr>
<tr><td>Number of inserted diodes</td><td>0</td></tr>
<tr><td>Drt via density</td><td>between 5 and 6</td></tr>
<tr><td>Remaining DRCs</td><td>0</td></tr>
<tr><td>Iter 0 DRT Violations</td><td>approximately 240</td></tr>
<tr><td>Post-route ant nets</td><td>0</td></tr>
<tr><th colspan="2">Global route</th></tr>
<tr><td>Via count of the first global-routing pass</td><td>about 2900</td></tr>
<tr><td>Pin count of the biggest net entering global routing</td><td>13</td></tr>
<tr><td>Global-route wire length before repair</td><td>approximately 14 mm</td></tr>
<tr><td>Overall global routing resource usage</td><td>between 10% and 20%</td></tr>
<tr><td>Antenna violations before repair</td><td>0</td></tr>
<tr><td>Residual overflow from global routing</td><td>0</td></tr>
<tr><th colspan="2">Synth</th></tr>
<tr><td>Area of the synthesized netlist per yosys stat</td><td>3680 um^2</td></tr>
<tr><td>Yosys warning tally</td><td>1</td></tr>
<tr><td>Main area contributors after synthesis</td><td>sky130_fd_sc_hd__dfxtp_1 (35%), sky130_fd_sc_hd__xnor2_1 (8.6%), sky130_fd_sc_hd__nand4_1 (4.6%)</td></tr>
<tr><td>Cell count after synthesis</td><td>430</td></tr>
<tr><td>Total standard cell area after synthesis</td><td>roughly 3700 um^2</td></tr>
<tr><td>Most used flip-flop cell</td><td>sky130_fd_sc_hd__dfxtp_1</td></tr>
<tr><td>Flop and latch count out of synthesis</td><td>between 60 and 70</td></tr>
<tr><td>Avg Cell Area, Syn</td><td>between 8 and 9 um^2</td></tr>
<tr><td>Number of synthesized flops with an enable pin</td><td>2</td></tr>
<tr><td>Portion of the post-synthesis area used by sequential elements</td><td>36.4%</td></tr>
<tr><td>Fraction of post-synthesis cell area in the top cell type by area</td><td>between 30% and 40%</td></tr>
<tr><td>Post-synthesis cell count from yosys</td><td>~430</td></tr>
<tr><td>Asr flop ratio synth</td><td>0%</td></tr>
<tr><td>Biggest area consumer among synthesized cells</td><td>sky130_fd_sc_hd__dfxtp_1</td></tr>
<tr><td>Count of distinct cell types in the synthesized netlist</td><td>60</td></tr>
<tr><th colspan="2">Power and ir drop</th></tr>
<tr><td>Pleak</td><td>1.37 nW</td></tr>
<tr><td>Worst vdd ir</td><td>between 0.0001 and 0.00015 V</td></tr>
<tr><td>Areal power density over the cells</td><td>~240 nW/um^2</td></tr>
<tr><th colspan="2">Floorplanning</th></tr>
<tr><td>Die width</td><td>roughly 110 um</td></tr>
<tr><td>Number of top-level pins</td><td>3</td></tr>
<tr><td>Fraction of the core area occupied by cells at floorplan</td><td>approximately 30%</td></tr>
<tr><td>Area enclosed by the die boundary</td><td>roughly 13000 um^2</td></tr>
<tr><td>Standard-cell rows</td><td>approximately 40</td></tr>
<tr><td>Die extent in y</td><td>between 100 and 150 um</td></tr>
<tr><td>Placeable core area</td><td>around 12000 um^2</td></tr>
<tr><th colspan="2">Clock tree</th></tr>
<tr><td>CTS-repair resized insts</td><td>0</td></tr>
<tr><td>Clock buffers created by TritonCTS</td><td>9</td></tr>
<tr><td>Clk sinks</td><td>66</td></tr>
<tr><td>Root buffer selected by CTS</td><td>sky130_fd_sc_hd__clkbuf_16</td></tr>
<tr><td>TritonCTS clock tree</td><td>built</td></tr>
<tr><td>Latency at later pin</td><td>between 300 and 400 ps</td></tr>
<tr><td>Hold-fix buffer count after cts</td><td>0</td></tr>
<tr><td>Max Buffers Root-to-Sink</td><td>2</td></tr>
<tr><td>Clock-pin slew on the worst setup and hold paths</td><td>around 50 ps</td></tr>
<tr><td>CTS HTree Levels</td><td>3</td></tr>
<tr><td>Number of setup buffers added after CTS</td><td>0</td></tr>
<tr><th colspan="2">Setup path</th></tr>
<tr><td>Highest net fanout along the worst path</td><td>9</td></tr>
<tr><td>Arr. time, crit path</td><td>between 3000 and 4000 ps</td></tr>
<tr><td>Worst setup path startpoint</td><td>count2[8]</td></tr>
<tr><td>Start of the worst register-to-register path</td><td>count2[8]</td></tr>
<tr><td>Data required time of the critical path</td><td>5610 ps</td></tr>
<tr><td>Worst path cell trace</td><td>nand3_2, or4_1, nor4_1, mux2i_1, o211ai_1, a2111oi_2</td></tr>
<tr><td>Kind of start point of the critical path</td><td>flop</td></tr>
<tr><td>Start-to-end type of the worst setup path</td><td>flop to flop</td></tr>
<tr><td>Crit path capture type</td><td>flop</td></tr>
<tr><td>Highest cell delay on the worst timing path</td><td>~670 ps</td></tr>
<tr><td>Master of the slowest instance on the critical path</td><td>sky130_fd_sc_hd__or4_1</td></tr>
<tr><th colspan="2">Final timing</th></tr>
<tr><td>Setup clock skew after layout</td><td>roughly 6.0 ps</td></tr>
<tr><td>Period utilisation layout</td><td>between 50% and 60%</td></tr>
<tr><td>Highest clock frequency the design can meet</td><td>0.318 GHz</td></tr>
<tr><td>Number of hold violations in the final report</td><td>0</td></tr>
<tr><td>Total count of max-transition violations in the final report</td><td>0</td></tr>
<tr><td>Transition at the pin with the smallest max-transition slack</td><td>roughly 820 ps</td></tr>
<tr><td>Worst relative slew slack</td><td>45.0%</td></tr>
<tr><td>Minimum period implied by the final worst setup slack</td><td>approximately 3100 ps</td></tr>
<tr><td>Setup violation total in the final timing report</td><td>0</td></tr>
<tr><td>Unrepaired setup endpoints after global routing</td><td>false</td></tr>
<tr><td>Final-layout setup total negative slack</td><td>0 ps</td></tr>
<tr><th colspan="2">Placed design</th></tr>
<tr><td>Final weighted congestion in routability-driven placement</td><td>roughly 0.88</td></tr>
<tr><td>Total of buffers placed on input and output ports</td><td>2</td></tr>
<tr><td>Placed wire-length estimate after detailed placement</td><td>roughly 5.8 mm</td></tr>
<tr><td>Post-Place Cell Area</td><td>3790 um^2</td></tr>
<tr><th colspan="2">Worst hold path</th></tr>
<tr><td>Beginning of the worst hold path</td><td>count1[0]</td></tr>
<tr><td>Worst hold path type</td><td>flop to flop</td></tr>
<tr><th colspan="2">Cells and area</th></tr>
<tr><td>Fraction of layout cells with a size suffix above 1</td><td>8.69%</td></tr>
<tr><td>Post-layout utilization of the core</td><td>around 34%</td></tr>
<tr><td>Area growth from synthesis to final layout</td><td>10.3%</td></tr>
<tr><td>Final instance area</td><td>between 4000 and 5000 um^2</td></tr>
<tr><th colspan="2">Outcome</th></tr>
<tr><td>Run status</td><td>completed</td></tr>
<tr><th colspan="2">Run</th></tr>
<tr><td>MaxCap Viol Count</td><td>0</td></tr>
<tr><td>Stage-log warning count</td><td>26</td></tr>
</table>
per-stage QoR:
stage	hold WS (ps)	worst slack [ps]	total power, W	cells
5_1_grt	457	2270	0.00102	573
3_3_place_gp	423	2510	0.000482	558
3_5_place_dp	426	2500	0.000482	558
6_report	439	2460	0.000980	573
2_1_floorplan	402	2950	0.000482	430
4_1_cts	443	2480	0.000994	573
layer usage:
metal	routed length, um	up-vias	GRT usage (%)
met5	0	-	0
li1	-	1563	-
met1	3810	1460	19.4
met2	3640	91	21.6
met3	486	7	3.49
met4	83	0	1.33
report_power, final:
part           switching [W]  internal [W]  leakage, nW       total (W)
sequential                 0      0.000472        0.538        0.000472
clock               0.000186      0.000322        0.130        0.000508
combinational              0             0        0.698  0.000000000698
total               0.000186      0.000794         1.37        0.000980
cells in the mapped netlist, types with 4 or more instances:
master                     count
sky130_fd_sc_hd__a21oi_1       6
sky130_fd_sc_hd__and3_1       12
sky130_fd_sc_hd__and4_1        8
sky130_fd_sc_hd__buf_2        11
sky130_fd_sc_hd__clkbuf_1     10
sky130_fd_sc_hd__dfxtp_1      64
sky130_fd_sc_hd__inv_1        13
sky130_fd_sc_hd__nand2_1      43
sky130_fd_sc_hd__nand2b_1      5
sky130_fd_sc_hd__nand3_1      26
sky130_fd_sc_hd__nand4_1      27
sky130_fd_sc_hd__nor2_1       20
sky130_fd_sc_hd__nor3_1       22
sky130_fd_sc_hd__nor4_1       18
sky130_fd_sc_hd__o31a_1        4
sky130_fd_sc_hd__or2_2         8
sky130_fd_sc_hd__or3_1        10
sky130_fd_sc_hd__or4_1         5
sky130_fd_sc_hd__xnor2_1      36
sky130_fd_sc_hd__xor2_1       17
area by class of cell:
class	count	area [um^2]
timing repair buffer	2	20.0
fill	1195	7900
tap	147	184
sequential	66	1340
multi-input combinational	330	2200
clock buffer	15	268
inverter	13	48.8
worst paths after layout:
path,end,slack [ps],depth (start not counted)
setup / recovery,out[1],2460,6
hold / removal,count1[0],440,1
hold reg to reg,count1[0],440,1
setup reg to reg,out[1],2460,6
sequential cells by signal, summed over array words and instances, names as in the netlist:
register and flops:
out 2, count2 32, count1 32
cell usage in the layout (no fill, tap or decap), drive strengths merged, types with 3 or more instances in the layout:
| master | instances |
|---|---|
| dfxtp | 64 |
| nand2 | 43 |
| xnor2 | 36 |
| nand4 | 28 |
| nand3 | 28 |
| nor3 | 24 |
| nor4 | 22 |
| nor2 | 21 |
| xor2 | 17 |
| clkbuf | 15 |
| inv | 13 |
| and3 | 12 |
| or3 | 10 |
| or2 | 9 |
| and4 | 8 |
| a21oi | 6 |
| or4 | 5 |
| nand2b | 5 |
| o31a | 4 |
| a21boi | 4 |
| mux2i | 3 |
| o22ai | 3 |
| o21ai | 3 |
| o211ai | 3 |
| ha | 3 |
worst max-delay path, delay by kind of cell (launching register included):
| family | cells | cell delay [ps] |
|---|---|---|
| AND-OR/OR-AND | 2 | 530 |
| AND/OR/NAND/NOR | 3 | 1400 |
| flip-flops | 1 | 500 |
| multiplexers | 1 | 390 |
kinds of logic (layout without fill, tap and decap cells):
kind of cell,count (synthesis),in the layout,share of synthesized area (%)
simple gates,222,222,34.6
flops,66,66,36.4
xor+xnor,53,53,12.6
compound gates,47,47,10.1
buf+inv,34,30,3.84
mux,5,5,1.43
fa+ha+maj,3,3,1.02
Power and IR drop assume default switching activity.
