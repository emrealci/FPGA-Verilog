==> flow/design.v <==
`timescale 1ns / 1ps
module comparator (x,y,z,out);
    input [7:0] x,y,z;
    output reg [7:0] out;
    initial begin
        out = 8'b0;
     end
    always @ (x,y,z)
    begin
        if ((x > y) & (x > z)) 
            out = x;
        else if ((y > x) & (y > z))
            out = y;
        else if ((z > x) & (z > y))
            out = z;
        else 
            out = 8'b0;
    end
endmodule
==> flow/run.sh <==
#!/bin/bash
# OpenROAD 26Q1-2900-gdf79404cd8, Yosys 0.63+post, stock flow scripts
make -C /OpenROAD-flow-scripts/flow DESIGN_CONFIG=/design/flow/config.mk WORK_HOME=/design/flow/orfs finish
==> flow/config.mk <==
export PLATFORM = sky130hd
export DESIGN_NAME = comparator
export DESIGN_NICKNAME = comparator
export VERILOG_FILES = /design/flow/design.v
export SDC_FILE = /design/flow/constraint.sdc
export NUM_CORES = 4
export LEC_CHECK = 1
export CORE_AREA = 10 10 82 82
export DIE_AREA = 0 0 92 92
==> flow/constraint.sdc <==
current_design comparator

set clk_period 4.6
set clk_io_pct 0.2

create_clock -name clk0 -period $clk_period

set non_clock_inputs [all_inputs -no_clocks]
set_input_delay [expr $clk_period * $clk_io_pct] -clock clk0 $non_clock_inputs
set_output_delay [expr $clk_period * $clk_io_pct] -clock clk0 [all_outputs]
==> run summary <==
run metrics: outcome=finished, final reports clean, ANT nets after route=0, final worst slack=0.1688 ns, Post-Syn Area=885.9 sq um, critical path arrival=3.51 ns, CP most frequent cell=clkdlybuf4s50_1, Netlist cell types=20, synthesis-to-finish area growth=44.07%, largest net degree at the start of global routing=17, Avg Vias per Cell=4.246, Max stage delay on crit path=0.55 ns, chip width=92 um, Clock Buffer Count=0, initial antenna violation count=0, FP Rows=26, yosys stat cell total=126, diode count=0, DR pass1 iterations=4, Reg area=0 sq um, Synthesis Warnings=1, die area=0.008464 sq mm, final WL=2.812 mm, number of global-route vias before repair=932, Synth Seq Share=0, post_cts resized=0, MaxCap Viol Count=0, Max Fclk=225.7 MHz, core area=0.005075 sq mm, P_leak=0.5876 nW, tool warnings=32, first-pass GRT wire length=4.678 mm, routed via count=951, Cells after Synth=126, max-slew violation count=0, Initial DRC Count=58, HP Start=z[3], dpl hpwl=2.446 mm, WHS=2.883 ns, Worst Path Class, Setup=input port to output pin, Worst setup SP type=input port, WHS Endpoint=out[3], CP max stage cell=or4_1, Worst slew margin=0.6289, Setup TNS=0 ns, Fin. Hold Viols=0, hold path cells=4, Top Ports=32, worst hold path type=input port to output pin, gp weighted congestion=0.7990, GRT Total Usage=0.06515, # port buffers=32, final setup violation count=0, CP max FO=16, pwr/cell area=104.5 mW/mm^2, DP Worst Slack=0.09636 ns, WL per Instance=12.55 um, Post-CTS Setup Inserts=0, share of layout cells above drive strength 1=0.02597, Flop Count=0, minimum clock period=4.431 ns, cts hold-fix bufs=0, Worst Setup End Kind=output pin, Max IR drop VDD=0.03228 mV, DRC=0, fin crit share=0.9633, grt ovf=0, RSZ-0062 raised after global routing=false, Req. time, crit path=3.68 ns, Yosys Chip Area=885.8 sq um, CP Cell Sequence=clkdlybuf4s50_1, inv_1, ha_1, a21oi_1, nand2_1, a21o_1, or4_1, o211ai_1, clkdlybuf4s50_1, die extent in y=92 um, syn_area_per_cell=7.031 sq um, Init Core Util=0.1746, Tightest Pin Transition=0.5567 ns
worst max path at each step:
stage         start     end  slack, ns  cells past startpoint
global route   x[6]  out[7]      0.004                      9
CTS            x[1]  out[7]       0.09                      9
finish         x[6]  out[7]       0.17                      9
final cells by class:
class                      count  area [sq um]
tap                           70         87.58
multi-input combinational     98         774.5
timing repair buffer          33         327.8
fill                         575          3799
inverter                      23         86.33
critical path: cells and delay by family:
family                     cells  cell delay [ns]
AOI/OAI and AO/OA              3             0.61
and+or+nand+nor                2             0.62
adders and majority gates      1             0.30
buffers and inverters          3             1.06
where the power goes:
part	internal (W)	total (W)	leakage [nW]	switching (W)
clock network	0	0	0	0
logic	0.0000745	0.000133	0.588	0.0000589
registers	0	0	0	0
total	0.0000745	0.000133	0.588	0.0000589
synthesized netlist by cell type:
master    number  share of area
a21o_1         3          0.025
a21oi_1       10          0.056
a221o_1        1          0.011
and3_1         8          0.056
buf_1          1         0.0042
buf_2          2          0.011
buf_6          1          0.013
clkbuf_1       1         0.0042
ha_1          24           0.34
inv_1         23          0.097
nand2_1       11          0.047
nand3_1        1         0.0056
nand4_1        6          0.042
nor2b_1        3          0.021
o211ai_1      18           0.15
o211ai_2       1          0.014
o21a_1         2          0.017
o22ai_1        1         0.0071
or2_2          1         0.0071
or4_1          8          0.068
layout by cell type, fill, tap and decap left out, drive strengths merged:
cell           count
nor2b              3
or4                8
a21oi             10
or2                1
nand2             11
nand4              6
nand3              1
a221o              1
o21a               2
a21o               3
o22ai              1
buf                1
o211ai            19
clkdlybuf4s50     32
inv               23
and3               8
ha                24
routing by layer:
layer,up-vias,track usage,wire [um]
li1,528,-,-
met1,408,0.08785,1360
met2,15,0.1165,1386
met3,0,0.005766,65
met4,0,0,0
met5,-,0,0
cells by family after synthesis:
family                   share of synthesized area
buffers and inverters                       0.1299
adder cells (fa/ha/maj)                     0.3390
AND/OR/NAND/NOR                             0.2472
AND-OR/OR-AND                               0.2839
per-stage QoR:
stage / power (W) / cells / instance area (sq um) / util
after floorplan: 0.00006798 / 126 / 885.9 / -
after global placement: 0.0001332 / 224 / 1272 / 0.2507
after detailed placement: 0.0001337 / 224 / 1272 / 0.2507
after CTS: 0.0001349 / 224 / 1272 / 0.2507
after global routing: 0.0001506 / 224 / 1276 / 0.2515
final: 0.0001334 / 224 / 1276 / 0.2515
No activity file was given, so power comes from the tool's default toggle rates.
