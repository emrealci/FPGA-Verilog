--- /design/flow/run.sh ---
#!/bin/bash
# OpenROAD 26Q1-2900-gdf79404cd8, Yosys 0.63+post, stock flow scripts
make -C /OpenROAD-flow-scripts/flow DESIGN_CONFIG=/design/flow/config.mk WORK_HOME=/design/flow/orfs finish
--- /design/flow/config.mk ---
export PLATFORM = sky130hd
export DESIGN_NAME = comparator2
export DESIGN_NICKNAME = comparator2
export VERILOG_FILES = /design/flow/design.v
export SDC_FILE = /design/flow/constraint.sdc
export NUM_CORES = 4
export LEC_CHECK = 1
export CORE_AREA = 10 10 105 105
export DIE_AREA = 0 0 115 115
--- /design/flow/constraint.sdc ---
current_design comparator2

set clk_period 5.1
set clk_io_pct 0.2

create_clock -name clk0 -period $clk_period

set non_clock_inputs [all_inputs -no_clocks]
set_input_delay [expr $clk_period * $clk_io_pct] -clock clk0 $non_clock_inputs
set_output_delay [expr $clk_period * $clk_io_pct] -clock clk0 [all_outputs]
--- /design/flow/design.v ---
`timescale 1ns / 1ps
module comparator2(x,y,z,out);
    input [7:0] x,y,z;
    output reg [7:0] out;
    wire [7:0] x1,y1,z1;
    initial begin
        out = 8'h00;
    end
    assign x1 = ~(x - 8'b00000001);
    assign y1 = ~(y - 8'b00000001);
    assign z1 = ~(z - 8'b00000001);
    always @ (x,y,z)
    begin
        if ((x1 > y1) & (x1 > z1))
            out = x;
        else if ((y1 > x1) & (y1 > z1))
            out = y;
        else
            out = z;
    end
endmodule
==> results.toml <==
# implementation run metrics
[run_status]
status = "finished clean"

[critical_path]
required_ns = 4.08
cp_slowest_cell = "or4_4"
endpoint_kind = "output port"
cp_num_buf_inv = 5
worstPathArrival_ns = 3.94
path_common_cell = "buf_6"
path_cells = "dlygate4sd2_1 -> or4_4 -> nor4_4 -> buf_4 -> xnor2_4 -> ha_4 -> nand3_1 -> nor2_1 -> o2111ai_1 -> o211ai_1 -> or3_1 -> buf_6 -> buf_6 -> o221ai_4 -> buf_2"
path_delay_family = "simple AND/OR/NAND/NOR gates"
cp_slowest_stage_delay_ns = 0.55
path_class = "input pin to output port"
crit_path_start_kind = "input pin"
critPathMaxFanout = 4

[drt]
route.detailed.wl_per_inst_um = 13.3
viasPerCell = 4.24
wl_met1_mm = 2.59
drt-initial-drc-count = 65
drtPass1Iterations = 4
antenna_cells = 0
drc = 0
route.met3.wl_um = 289
wirelength_mm = 4.93
top_layer_used = "met3"
antenna_left = 0
met2_length_mm = 2.05
vias = 1573

[placement]
hpwl_mm = 4.21
gp_congestion = 0.958
pre_cts_slack_ns = -0.667
portBuffers = 32

[clock_tree]
hold_buffers = 0

[synth]
synth.logic.top_family = "AND-OR/OR-AND gates"
ys_sh_simple = 0.263
syn_area_um2 = 1230
mux_share = 0
ys_area_um2 = 1230
yosys_cells = 160
aoi_share = 0.316
ys_seq_share = 0
synthesis.yosys.warnings = 1
avgSynthCellArea_um2 = 7.68
synthDistinctLibCells = 42
ys_sh_adder = 0.234
ys_sh_xor = 0.0927
syn_inst = 160

[global_route]
grt_pass1_wl_mm = 8.14
grt_max_degree = 9
grt_pass1_vias = 1617
antenna_found_initial = 0
grtUsageTotal = 0.0750
grt_overflow = 0

[floorplan]
die_w_um = 115
ioPinCount = 32
initCoreUtil = 0.140
die_area_um2 = 13200
fp.dieH_um = 115
core-area_um2 = 8760
rows = 34

[finish]
n_fill_cell = 921
nClkBuffers = 0
post-route-util = 0.279
drive_above_1_share = 0.452
flop-count = 0
seq_area_um2 = 0
final-comb-area_um2 = 1360
areaGrowthSynthToFinish_pct = 99.0

[final_timing]
hold_violations = 0
final_max_slew_viol_count = 0
setup_ws_ns = 0.141
fin_crit_sh = 0.972
relSlewSlack = 0.627
totalNegativeSetupSlack_ns = 0
finalSetupViolCount = 0
hold_ws_ns = 2.56
timing.fmax_mhz = 202
period_needed_ns = 4.96
tightest_slew_ns = 0.556

[power]
seq_power_share = 0
p_comb_frac = 1.000
vdd_ir_drop_max_mv = 0.0374
p_sw_mw = 0.132
clkPwrFrac = 0
intPower_mw = 0.157
powerDensity_nw_per_um2 = 118
p_leak_nw = 1.16
p_sw_frac = 0.457

[job]
maxCapViolCount = 0
warning_count = 32

[min_path]
hp-class = "input pin to output port"
[per-layer routing]
metal / vias up / track usage
met3: 0 / 0.0132
met4: 0 / 0
met2: 37 / 0.109
met1: 706 / 0.118
li1: 830 / -
met5: - / 0
[cell families after synthesis]
group / count (synthesis)
XOR/XNOR: 13
AND/OR/NAND/NOR: 54
buffers and inverters: 29
adder cells (fa/ha/maj): 23
AND-OR/OR-AND: 41
[synth_stat cells (2+ instances only)]
master / instances / area, µm²
a211o_1: 2 / 17.5
a21o_1: 3 / 22.5
a21oi_1: 7 / 35.0
and4_1: 2 / 17.5
ha_1: 23 / 288
inv_1: 28 / 105
nand2_1: 5 / 18.8
nand3_1: 19 / 95.1
nand4b_1: 2 / 17.5
nor2_1: 3 / 11.3
nor3_1: 4 / 20.0
nor4_1: 2 / 12.5
o211ai_1: 2 / 15.0
o21ai_0: 4 / 20.0
o221ai_2: 8 / 120
o31ai_1: 2 / 15.0
or3_1: 4 / 25.0
or4_1: 5 / 37.5
xnor2_1: 8 / 70.1
xor2_1: 5 / 43.8
[layout by cell type, fill, tap and decap left out, types with 2 or more instances in the layout]
cell type,count
a211o_1,2
nor3_1,3
xnor2_4,2
o211ai_1,2
nor3_2,2
dlymetal6s2s_1,5
o221ai_2,3
ha_1,19
inv_1,26
buf_4,66
inv_2,2
dlygate4sd2_1,10
buf_2,9
nand2_1,5
a21oi_1,7
nand3_1,18
nor2_1,3
o221ai_4,5
or4_4,5
ha_4,3
buf_6,5
o21ai_0,4
nor4_4,2
nand4b_1,2
or3_4,2
xnor2_2,2
a21o_1,3
or3_1,3
xor2_1,4
and4_1,2
clkdlybuf4s50_1,6
xnor2_1,4
[power by group through the flow]
stage	clock (mW)	combinational (mW)	sequential (mW)
after CTS	0	0.282	0
after global routing	0	0.318	0
final	0	0.288	0
[tightest hold or removal path: cells and delay by family]
| family | cells | cell delay (ns) |
|---|---|---|
| buffers and inverters | 3 | 0.32 |
| AND/OR/NAND/NOR | 1 | 0.12 |
| AND-OR/OR-AND | 1 | 0.09 |
[area by class of cell]
cell class                 count  share of cell area
multi-input combinational    131               0.555
inverter                      28              0.0430
timing repair buffer         104               0.347
tap                          108              0.0553
[through the flow]
stage / total power, mW / instances / cell area, µm²
floorplan: 0.121 / 160 / 1230
global placement: 0.248 / 363 / 2150
detailed placement: 0.250 / 363 / 2150
CTS: 0.282 / 371 / 2370
global route: 0.318 / 371 / 2440
finish: 0.288 / 371 / 2440
[worst paths after layout]
path              start  endpoint  cells past startpoint
setup / recovery   z[3]    out[4]                     15
hold / removal     x[2]    out[2]                      5
[repair_timing]
action,CTS,global route
pin swaps,15,9
resized,72,14
endpoints found under the setup margin,8,8
gates cloned,0,0
buffers inserted,8,0
Power is estimated from default activity; no workload was simulated.
